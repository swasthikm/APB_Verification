==> design.v <==
module apb_s
(
    input  pclk,
    input  presetn,
    input [31:0] paddr,
    input psel,
    input penable,
    input [7:0] pwdata,
    input pwrite,
    output reg [7:0] prdata,
    output reg pready,
    output     pslverr
);
  localparam [1:0] idle = 0, write = 1, read = 2;
  reg [7:0] mem[16];
  reg [1:0] state, nstate;
  bit  addr_err , addv_err, data_err;
  always@(posedge pclk, negedge presetn)
    begin
      if(presetn == 1'b0)
          state <= idle;
      else
          state <= nstate;
    end
  always@(*)
    begin
    case(state)
     idle:
     begin
        prdata    = 8'h00;
        pready    = 1'b0;
            if(psel == 1'b1 && pwrite == 1'b1)  
                nstate = write;
            else if (psel == 1'b1 && pwrite == 1'b0)
                nstate = read;
            else
                nstate = idle; 
      end   
     write:
     begin
        if(psel == 1'b1 && penable == 1'b1)
        begin 
                 if(!addr_err && !addv_err && !data_err )
                    begin
                    pready = 1'b1;
                    mem[paddr]  = pwdata;
                    nstate      = idle;
                    end
                else
                     begin
                     nstate = idle;
                     pready = 1'b1;
                     end     
        end
    end
    read:
     begin
        if(psel == 1'b1 && penable == 1'b1 )
        begin
            if(!addr_err && !addv_err && !data_err )
                 begin
                 pready = 1'b1;
                 prdata = mem[paddr];
                 nstate      = idle;
                 end
            else
                begin
                pready = 1'b1;
                prdata = 8'h00;
                nstate      = idle;
                end
        end
    end
    default : 
    begin
        nstate = idle; 
        prdata    = 8'h00;
        pready    = 1'b0;
     end
    endcase
    end
reg av_t = 0;
always@(*)
begin
if(paddr >= 0)
  av_t = 1'b0;
else
  av_t = 1'b1;
end
reg dv_t = 0;
always@(*)
begin
if(pwdata >= 0)
  dv_t = 1'b0;
else
  dv_t = 1'b1;
end
assign addr_err = ((nstate == write || read) && (paddr > 15)) ? 1'b1 : 1'b0;
assign addv_err = (nstate == write || read) ? av_t : 1'b0;
assign data_err = (nstate == write || read) ? dv_t : 1'b0;
assign pslverr  = (psel == 1'b1 && penable == 1'b1) ? ( addv_err || addr_err || data_err) : 1'b0;
endmodule
==> run.sh <==
#!/bin/bash
# OpenROAD 26Q1-2900-gdf79404cd8, Yosys 0.63+post, stock flow scripts
make -C /OpenROAD-flow-scripts/flow DESIGN_CONFIG=/design/flow/config.mk WORK_HOME=/design/flow/orfs finish
==> config.mk <==
export PLATFORM = sky130hd
export DESIGN_NAME = apb_s
export DESIGN_NICKNAME = apb_s
export VERILOG_FILES = /design/flow/design.v
export SDC_FILE = /design/flow/constraint.sdc
export NUM_CORES = 4
export LEC_CHECK = 1
export CORE_UTILIZATION = 50
==> constraint.sdc <==
current_design apb_s

set clk_period 2.5
set clk_io_pct 0.2

create_clock -name clk0 -period $clk_period [get_ports {pclk}]

set non_clock_inputs [all_inputs -no_clocks]
set_input_delay [expr $clk_period * $clk_io_pct] -clock clk0 $non_clock_inputs
set_output_delay [expr $clk_period * $clk_io_pct] -clock clk0 [all_outputs]
==> impl_metrics.prom <==
# HELP chip_impl_metric Synthesis and place-and-route metrics
# TYPE chip_impl_metric gauge
chip_impl_metric{name="timing.final.setup_violations",unit=""} 0
chip_impl_metric{name="final_wl",unit="mm"} 9.60
chip_impl_metric{name="total_leakage_power",unit="µW"} 0.00213
chip_impl_metric{name="synthesized_netlist_cell_count",unit=""} 404
chip_impl_metric{name="yosys-stat-area",unit="mm²"} 0.00399
chip_impl_metric{name="synth_to_layout_area_growth",unit="%"} 15.1
chip_impl_metric{name="worst_slew_margin_rel",unit="%"} 43.6
chip_impl_metric{name="unclocked_pins",unit=""} 139
chip_impl_metric{name="synth_warnings",unit=""} 2
chip_impl_metric{name="via_count",unit=""} 3022
chip_impl_info{name="timing.critical_path.to_type",value="primary output"} 1
chip_impl_metric{name="worst-slew-pin-transition",unit="ns"} 0.843
chip_impl_metric{name="post_dp_cell_area",unit="mm²"} 0.00452
chip_impl_metric{name="yosys_cells",unit=""} 404
chip_impl_metric{name="clkTransAtPathRegs",unit="ns"} 0.03
chip_impl_metric{name="wl_per_cell",unit="µm"} 17.8
chip_impl_metric{name="detail_route.drc_violations",unit=""} 0
chip_impl_metric{name="die_footprint",unit="mm²"} 0.00833
chip_impl_metric{name="io_buffer_count",unit=""} 54
chip_impl_metric{name="cap_viol_max_count",unit=""} 0
chip_impl_metric{name="cp_max_fo",unit=""} 2
chip_impl_info{name="crit_path_start",value="paddr[29]"} 1
chip_impl_metric{name="cts-hold-fix-buffers",unit=""} 0
chip_impl_metric{name="gp_congestion",unit=""} 0.862
chip_impl_metric{name="floorplan.initialDensity",unit="%"} 51.6
chip_impl_metric{name="cts_made_buffers",unit=""} 3
chip_impl_metric{name="drive_above_1_share",unit="%"} 8.03
chip_impl_metric{name="drtIter0Drc",unit=""} 152
chip_impl_metric{name="maximum_number_of_pins_on_one_net_before_global_route_repair",unit=""} 77
chip_impl_metric{name="timing.final.crit_period",unit="ns"} 2.43
chip_impl_metric{name="tool_warnings",unit=""} 28
chip_impl_metric{name="hold-worst-slack",unit="ns"} 0.451
chip_impl_info{name="worst_hold_check_path_type",value="input pin to asynchronous set/reset pin"} 1
chip_impl_metric{name="syn_area",unit="mm²"} 0.00399
chip_impl_metric{name="hold_violation_total_from_the_final_report",unit=""} 0
chip_impl_metric{name="met3_wirelength",unit="µm"} 729
chip_impl_metric{name="setup-tns-final",unit="ns"} 0
chip_impl_metric{name="grt_pass1_wl",unit="mm"} 15.4
chip_impl_metric{name="std_cell_rows",unit=""} 32
chip_impl_metric{name="ios",unit=""} 55
chip_impl_metric{name="grt_usage",unit="%"} 25.0
chip_impl_metric{name="dr_wl_met2",unit="mm"} 4.06
chip_impl_metric{name="ant_nets",unit=""} 0
chip_impl_metric{name="synth-edff-count",unit=""} 0
chip_impl_metric{name="crit_arrival",unit="ns"} 1.93
chip_impl_metric{name="cts.htree.levels",unit=""} 1
chip_impl_metric{name="drt-met1-wl",unit="mm"} 4.65
chip_impl_metric{name="design_area",unit="mm²"} 0.00459
chip_impl_info{name="yosys_most_used_dff",value="dlxtn_1"} 1
chip_impl_metric{name="number_of_unconstrained_endpoints",unit=""} 150
chip_impl_metric{name="synth_async_sr_flop_share",unit="%"} 1.42
chip_impl_metric{name="die-height",unit="µm"} 91.3
chip_impl_info{name="cts.root.buffer_cell",value="clkbuf_8"} 1
chip_impl_metric{name="final-max-slew-violation-count",unit=""} 0
chip_impl_metric{name="viasPerCell",unit=""} 5.62
chip_impl_metric{name="synthDistinctLibCells",unit=""} 44
chip_impl_info{name="criticalPathCategory",value="input pin to primary output"} 1
chip_impl_metric{name="cp.required",unit="ns"} 2.00
chip_impl_info{name="top_layer_used",value="met4"} 1
chip_impl_metric{name="ctsLongestPathBuffers",unit=""} 2
chip_impl_metric{name="grt_remaining_overflow",unit=""} 0
chip_impl_metric{name="syn-mean-instance-area",unit="µm²"} 9.86
chip_impl_metric{name="finalNonFillerCells",unit=""} 538
chip_impl_metric{name="final_min_period_over_clock_period",unit="%"} 97.2
chip_impl_metric{name="fill_cell_instance_count_of_the_final_layout",unit=""} 639
chip_impl_metric{name="synth_flops",unit=""} 141
chip_impl_metric{name="fp.coreArea",unit="mm²"} 0.00773
chip_impl_info{name="endpoint",value="pslverr"} 1
chip_impl_metric{name="pre_cts_slack",unit="ns"} 0.0442
chip_impl_info{name="timing.critical_path.from_type",value="input pin"} 1
chip_impl_info{name="outcome",value="finished, final reports clean"} 1
chip_impl_metric{name="maxClockFrequency",unit="MHz"} 412
chip_impl_metric{name="die-width",unit="µm"} 91.3
chip_impl_metric{name="hpwl_reported_at_the_end_of_detailed_placement",unit="mm"} 6.63
chip_impl_metric{name="diode_insertion_count_for_antenna_repair",unit=""} 0
chip_impl_metric{name="drt_first_pass_iters",unit=""} 4
chip_impl_metric{name="first_global_vias",unit=""} 2804
chip_impl_info{name="cts_tree",value="built"} 1
chip_impl_metric{name="grt_antenna_before_repair",unit=""} 0
chip_impl_metric{name="power_dens_cells",unit="mW/mm²"} 135
chip_impl_metric{name="placedCellCount",unit=""} 534
chip_impl_metric{name="ir_worst_vdd",unit="µV"} 322
chip_impl_metric{name="layout_setup_ws",unit="ns"} 0.0702
-- kinds of logic after synthesis --
kind of cell | count (synthesis) | synth area share [%]
mux | 5 | 1.57
fa+ha+maj | 3 | 0.942
compound gates | 76 | 12.9
latches | 139 | 52.4
simple gates | 143 | 26.2
flops | 2 | 1.26
buf+inv | 36 | 4.77
-- routing by layer --
layer,vias up,track usage (%)
li1,1525,-
met1,1391,43.1
met2,98,34.8
met3,8,4.59
met4,0,3.84
met5,-,0
-- Yosys cell counts (all sizes together) (3+ instances only) --
master   instances  area share, %
o2111ai          7            1.5
o221a            8            2.3
nor2b            6           0.94
nand2            8           0.75
a32oi            7            1.5
o21ai           36            4.5
clkbuf          13            1.2
nand3           12            1.9
nor2             6           0.57
and3b           29            6.4
and2             9            1.4
nand4           12            2.0
nor3b           23            4.5
inv              3           0.28
a22oi            7            1.3
ha               3           0.94
dlxtn          139             52
nor4             7            1.9
a21oi            7           0.88
buf             20            3.3
and3            22            3.5
mux2i            4            1.0
-- worst max-delay path: stages --
cell and delay, ns:
clkdlybuf4s50_1 0.42, nor4_2 0.29, nand4_2 0.14, nor2_1 0.11, nor2_1 0.06, clkdlybuf4s50_1 0.41
-- report_power, final --
| part | internal (µW) | switching [µW] | leakage [µW] |
|---|---|---|---|
| clock | 102 | 24.9 | 0.0000216 |
| combinational | 137 | 168 | 0.000957 |
| sequential | 167 | 20.6 | 0.00115 |
| total | 405 | 214 | 0.00213 |
-- worst min path at each step --
stage	slack (ns)	endpoint
after CTS	0.45	state[1]
after global routing	0.46	state[1]
final	0.45	state[1]
-- layout make-up --
cell class | count | area (µm²) | share of cell area, %
Clock buffer | 3 | 41.3 | 0.900
Multi-Input combinational cell | 227 | 1670 | 36.4
Sequential cell | 141 | 2140 | 46.6
Timing Repair Buffer | 62 | 601 | 13.1
Inverter | 3 | 11.3 | 0.245
Tap cell | 102 | 128 | 2.78
-- sequential cells by signal (all words and copies together) (netlist names) --
signal / count
prdata: 8
pready: 1
state: 2
nstate: 2
mem: 128
-- stage by stage --
stage               utilization [%]  power (µW)
finish                         59.4         619
global route                   59.4         664
CTS                            59.0         623
detailed placement             58.5         494
global placement               58.5         489
floorplan                         -         347
-- cells in the final DEF (no fill, tap or decap), types with 2 or more instances in the layout --
| cell | count |
|---|---|
| and3b_1 | 29 |
| nor4_2 | 5 |
| nor2_1 | 6 |
| nand3_1 | 9 |
| nor3_4 | 2 |
| and2_1 | 9 |
| o2111ai_1 | 7 |
| nand2_1 | 8 |
| a22oi_1 | 7 |
| o21ai_1 | 3 |
| clkbuf_8 | 3 |
| clkdlybuf4s50_1 | 48 |
| o221a_2 | 6 |
| a21oi_1 | 7 |
| and3_1 | 22 |
| o221a_1 | 2 |
| o21ai_0 | 33 |
| buf_2 | 2 |
| buf_4 | 8 |
| nor3b_1 | 22 |
| inv_1 | 3 |
| a32oi_1 | 7 |
| nor2b_1 | 6 |
| nand4_1 | 11 |
| dfrtp_1 | 2 |
| dlymetal6s2s_1 | 4 |
| mux2i_1 | 4 |
| ha_1 | 3 |
| nand3_2 | 3 |
| dlxtn_1 | 139 |
| or2_2 | 2 |
-- what timing repair did --
action,in CTS,in global routing
buffers inserted,0,1
endpoints found under the setup margin,0,1
gates resized,0,6
No activity file was given, so power comes from the tool's default toggle rates.
